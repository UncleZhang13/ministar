`run.sh`:
```
#!/bin/bash
# OpenROAD 26Q1-2900-gdf79404cd8, Yosys 0.63+post, stock flow scripts
make -C /OpenROAD-flow-scripts/flow DESIGN_CONFIG=/design/flow/config.mk WORK_HOME=/design/flow/orfs finish
```
`config.mk`:
```
export PLATFORM = sky130hd
export DESIGN_NAME = top_seq_det
export DESIGN_NICKNAME = top_seq_det
export VERILOG_FILES = /design/flow/design.v
export SDC_FILE = /design/flow/constraint.sdc
export NUM_CORES = 4
export LEC_CHECK = 1
export CORE_UTILIZATION = 50
```
`constraint.sdc`:
```
current_design top_seq_det

set clk_period 3.5
set clk_io_pct 0.2

create_clock -name clk0 -period $clk_period [get_ports {clk}]

set non_clock_inputs [all_inputs -no_clocks]
set_input_delay [expr $clk_period * $clk_io_pct] -clock clk0 $non_clock_inputs
set_output_delay [expr $clk_period * $clk_io_pct] -clock clk0 [all_outputs]
```
`design.v`:
```
`timescale 1ns / 1ps
module key_control
(
    input          	clk,	 
    input       	key_det,      
    input [1:0]	key_in,     
    output reg 	key_det_led,   
    output reg [1:0]	key_in_led, 
    output reg [1:0]	seq_data    
);
    wire [1:0] key_out;
    wire       key_det_out;
    btn_deb#(                    
        .BTN_WIDTH   (  4'd2                ) ,  
        .MS_20       (  20'd540000          )
    ) btn_deb_key                           
    (                            
        .clk         (  clk                  ), 
        .btn_in      (  key_in              ), 
        .btn_deb     (  key_out             )  
    );
    btn_deb#(                    
        .BTN_WIDTH   (  4'd1                ) ,  
        .MS_20       (  20'd540000          )
    ) btn_deb_det                           
    (                            
        .clk         (  clk                  ), 
        .btn_in      (  key_det               ), 
        .btn_deb     (  key_det_out           )  
    );
    reg [1:0]key_out_reg;
    reg key_det_out_reg;
    always @(posedge clk)
    begin
        key_out_reg <= #1 key_out; 
        key_det_out_reg<= #1 key_det_out; 
        key_det_led <= #1 ~key_8_flag; 
    end 
    reg key_8_flag = 1'b0;
    always @(posedge clk)
    begin
        if(!key_det_out && key_det_out_reg)   
            key_8_flag <= #1 ~key_8_flag;
        else
            key_8_flag <= #1 key_8_flag;
    end 
    reg [1:0]key_flag=2'b00;
    always @(posedge clk)
    begin
        if(~(key_det_led || key_8_flag))  
            key_flag[0] <= #1 1'b0;
        else if(!key_out[0] && key_out_reg[0])  
            key_flag[0] <= #1 ~key_flag[0];
        else 
            key_flag[0] <= #1 key_flag[0];
    end 
    always @(posedge clk)
    begin
        if(~(key_det_led || key_8_flag)) 
            key_flag[1] <= #1 1'b0;
        else if(!key_out[1] && key_out_reg[1])  
            key_flag[1] <= #1 ~key_flag[1];
        else 
            key_flag[1] <= #1 key_flag[1];
    end 
    always @(posedge clk)
    begin
        key_in_led <= #1 ~key_flag; 
    end
    always @(posedge clk)
    begin
        if(key_8_flag)
            seq_data <= #1 ~key_in_led;
    end
endmodule
`timescale 1ns / 1ps
module seq_det
(
    input             clk,
    input             key_det_led, 
    input [1:0]       key_in_led, 
    input [3:0]       bm, 
    output reg [3:0]  data
);
    reg [2:0]flag=0;
    reg      det_en=0;
    reg key_det_led_1d=0;
    always @(posedge clk)
    begin
        key_det_led_1d <= #1 key_det_led; 
    end 
    always @(posedge clk)
    begin
        if(~key_det_led_1d && key_det_led)  
            det_en <= #1 1'b1; 
    end 
    always @(posedge clk)
    begin
        if(key_det_led && det_en)
        begin
            flag[0] <= #1 (bm[3:2]==key_in_led);  
            flag[1] <= #1 (bm[2:1]==key_in_led);  
            flag[2] <= #1 (bm[1:0]==key_in_led);  
        end
    end
    always @(posedge clk)
    begin
        if(~key_det_led && key_det_led_1d) 
            data <= #1 flag[2] + flag[1] + flag[0];   
    end 
endmodule
`timescale 1ns / 1ps
module top_seq_det
(
    input 		clk,	 
    input 		key_det,	 
    input [1:0]	key_in,	 
    input [3:0]	bm,	 
    output 		key_det_led,  
    output [1:0]	key_in_led,	 
    output reg [3:0]	dig,	 
    output reg [7:0]	smg	 
);
    wire [1:0]seq_data;
    key_control key_control
    (
        .clk    		(  clk        	    ),
        .key_det   		(  key_det      	),
        .key_in  		(  key_in     	    ),
        .key_det_led   	(  key_det_led   	),
        .key_in_led 	(  key_in_led[1:0]	),
        .seq_data		(  seq_data   	    )
    );
    wire [3:0]data;
    seq_det seq_det (
        .clk        	(  clk     	    ),
        .key_det_led  	(  ~key_det_led	), 
        .key_in_led 	(  seq_data	    ), 
        .bm         	(  bm     	    ), 
        .data       	(  data    	    )
    );
    wire clk_100khz;
    div_clk div_clk(
        .clk        	(  clk       	),
        .clk_1khz 	    (  clk_1khz	    )
    );
    reg  [1:0]sel=0;
    wire [3:0]dig0;
    wire [7:0]smg0;
    always @(posedge clk_1khz)
    begin
        sel <= #1 sel+1'b1;
    end 
    seq_control seq_control_0(
        .sel(sel),
        .key(data),
        .dig(dig0),
        .smg(smg0)
    );
    wire [3:0]dig1;
    wire [7:0]smg1;
    seq_control seq_control_1
    (
        .sel(sel),
        .key(4'd0),  
        .dig(dig1),
        .smg(smg1)
    );
    wire [3:0]dig2;
    wire [7:0]smg2;
    seq_control seq_control_2
    (
        .sel(sel),
        .key(4'd0),  
        .dig(dig2),
        .smg(smg2)
    );
    wire [3:0]dig3;
    wire [7:0]smg3;  
    seq_control seq_control_3
    (
        .sel(sel),
        .key(4'd0),  
        .dig(dig3),
        .smg(smg3)
    );
    always @(posedge clk_1khz)
    begin
        if(sel==2'b00)
            dig <= #1 dig0;
        else if(sel==2'b01)
            dig <= #1 dig1;
        else if(sel==2'b10)
            dig <= #1 dig2;
        else if(sel==2'b11)
            dig <= #1 dig3;
    end 
    always @(posedge clk_1khz)
    begin
        if(sel==2'b00)
            smg <= #1 smg0;
        else if(sel==2'b01)
            smg <= #1 smg1;
        else if(sel==2'b10)
            smg <= #1 smg2;
        else if(sel==2'b11)
            smg <= #1 smg3;
    end 
endmodule
`timescale 1ns / 1ps
module btn_deb#(
    parameter                  BTN_WIDTH = 4'd8,
    parameter                  MS_20 = 20'd240000
)
(
    input                      clk, 
    input      [BTN_WIDTH-1:0] btn_in,
    output reg [BTN_WIDTH-1:0] btn_deb
);
    reg [19:0] time_cnt= 20'd0;
    always@(posedge clk)
    begin
        if(time_cnt == MS_20 - 1'b1)
            time_cnt <= 20'd0;
        else
            time_cnt <= time_cnt + 1'd1;
    end
    always @(posedge clk)
    begin
        if(time_cnt == MS_20 - 1'b1)
            btn_deb <= btn_in;
    end
endmodule
`timescale 1ns / 1ps
module div_clk
(
    input clk, 
    output  clk_1khz
);
    reg [14:0]cnt;
    always @(posedge clk)
    begin
        if(cnt == 15'd26999)
            cnt<= #1 15'd0;
        else 
            cnt <= #1 cnt + 1'b1;
    end  
    reg flag=1'b0;
    always @(posedge clk)
    begin
        if(cnt == 15'd13499)
            flag <= #1 1'b1;
        else if(cnt == 15'd26999)
            flag <= #1 1'b0;
    end 
    assign clk_1khz = flag;
endmodule
`timescale 1ns / 1ps
module seq_control
(
	input [1:0]sel,
	input [3:0]key,
	output reg [3:0]dig,
	output reg [7:0]smg
);
    always @(*)
    begin
    	case(sel)
    		2'd0:dig = 4'b0001;
    		2'd1:dig = 4'b0010;
    		2'd2:dig = 4'b0100;
    		2'd3:dig = 4'b1000;
    		default:dig = 4'b0000;
    	endcase
    end
    always @(*)
    begin
    	case(key)
    		4'd0:smg = 8'b1000_0001; 
    		4'd1:smg = 8'b1100_1111; 
    		4'd2:smg = 8'b1001_0010; 
    		4'd3:smg = 8'b1000_0110; 
    		4'd4:smg = 8'b1100_1100; 
    		4'd5:smg = 8'b1010_0100; 
    		4'd6:smg = 8'b1010_0000; 
    		4'd7:smg = 8'b1000_1111; 
    		4'd8:smg = 8'b1000_0000; 
    		4'd9:smg = 8'b1000_0100; 
    		default:smg = 8'b1111_1111;		
    	endcase
    end 
endmodule
```
==> results.ini <==
[power_and_ir_drop]
p_seq_share_pct = 57.0
fin_total_pwr_mw = 1.74
pwr-share-comb_pct = 1.0
p_clk_share_pct = 42.0
power.density_mw_per_mm2 = 381
p_leak_nw = 1.78
ir_worst_vdd_mv = 0.234
power_switching_uw = 388
internal-power_mw = 1.35
switching_share_pct = 22.4

[detailed_routing]
antennaDiodeCount = 0
detail_route.first_pass.iterations = 5
drt_iter0_markers = 107
vias = 2620
drt.antenna.violating_nets = 0
drc = 0
routed_via_density = 5.08
finalWirelength_um = 5990
wl_per_cell_um = 11.6

[floorplan]
die_y_um = 92.3
fp-row-count = 32
dieArea_mm2 = 0.00852
die_x_um = 92.3
core_area_mm2 = 0.00781
pin_count = 23
fp_util_pct = 52.2

[place]
place.gp.congestion = 0.846
io_buffers = 21
dp_cells = 500
dpl.hpwl_um = 4190

[finish]
syn_to_final_growth_pct = 12.0
layout_top_cell = dfxtp_1
finalNonFillerCells = 516
drive_gt1_share_pct = 5.80
final_core_util_pct = 58.5
top_regs = key_control.btn_deb_det.time_cnt (20), key_control.btn_deb_key.time_cnt (20), div_clk.cnt (15)
fillers = 681
layout_top_cells = 78 x dfxtp_1, 42 x nor2_1, 29 x xor2_1

[yosys]
top_area_share_pct = 38.3
ys_seq_share_pct = 53.1
syn_area_mm2 = 0.00408
edf_count = 20
syn_inst = 387
async_flop_share_pct = 0
yosys-top-cells-area = dfxtp_1 38%, edfxtp_1 15%, xor2_1 6.2%
synth.largest_area_cell = dfxtp_1
yosysChipArea_mm2 = 0.00408
syn-mean-instance-area_um2 = 10.5
synth_flops = 98
yosysUniqueCellTypes = 42
synth_top_flop_cell = dfxtp_1
ys_cells = 387
ys.warnings.count = 8

[clock_network]
cts_resized = 0
cts_setup_buffers = 0
cts.reportedPaths.clkPinSlew_ns = 0.10
clk_latency_ns = 0.35
cts_tree = built
cts_buffer_depth = 2
hold_buffers = 0
htree_levels = 3
cts_buffers = 9
cts-root-buf = clkbuf_8

[run_status]
outcome = finished, final reports clean

[sta]
untimed_endpoints = 31
fin_crit_ns = 2.06
hold_ws_ns = 0.380
rsz0062_at_grt = no
setup_violations = 0
skew_ns = 0.0106
finalCritPeriodShare_pct = 58.7
hold_viol_final = 0
tightest_slew_ns = 0.665
relSlewSlack_pct = 55.5
final-max-slew-violation-count = 0
fmax_ghz = 0.486
unclocked_regs = 13
fin_tns_setup_ns = 0

[worst_setup_path]
crit_path_start_kind = register
arrival_ns = 2.04
crit_slowest_cell = nor4b_4
cp_slowest_stage_delay_ns = 0.65
worstPathMaxFanout = 12
cp.required_ns = 3.49
reg2reg_setup_slack_ns = 1.44
crit_chain = ha_1 > and4_1 > nand4_1 > nor4b_4
crit_type = reg -> reg
crit_path_end_kind = register

[min_path]
hold_path_class = reg -> reg

[grt]
grt_pass1_vias = 2406
grt_use_total_pct = 15.8
grt_antenna_before_repair = 0
grt_max_degree = 18
grt_pass1_wl_um = 10600
gr-total-overflow = 0

[job]
warning_count = 35
maxCapViolCount = 0

final timing paths:
| path | startpoint | to | cells past startpoint |
|---|---|---|---|
| hold reg to reg | key_control.btn_deb_key.btn_deb[1] | key_control.key_out_reg[1] | 0 |
| hold / removal | key_control.btn_deb_key.btn_deb[1] | key_control.key_out_reg[1] | 0 |
| setup / recovery | key_control.btn_deb_det.time_cnt[0] | key_control.btn_deb_det.btn_deb | 4 |
| setup reg to reg | key_control.btn_deb_det.time_cnt[0] | key_control.btn_deb_det.btn_deb | 4 |
layer usage:
metal	wire length, um	GRT usage, %	share of wire [%]
met4	51	2.08	0.85
met3	191	2.70	3.2
met5	0	0	0
met1	3070	24.6	51
met2	2680	25.0	45
Yosys cell counts (2+ instances only):
cell,count
nor4_1,8
edfxtp_1,20
nor2_1,42
mux2i_1,3
nand2_1,19
nand4_1,22
nor4b_1,4
buf_4,2
clkbuf_1,2
nor3b_1,2
a21o_1,2
inv_1,22
o21a_1,2
and3_1,6
nor2b_1,8
clkbuf_2,2
dfxtp_1,78
nand3_1,17
and2_1,9
xor2_1,29
nor3_1,8
buf_2,5
ha_1,16
and4_1,9
mux2_2,2
a21oi_1,4
o21ai_0,3
xnor2_1,25
nand2b_1,3
stage by stage:
stage / cell area [um^2] / setup slack, ns
final: 4560 / 1.44
after CTS: 4560 / 1.43
after detailed placement: 4360 / 1.44
after global placement: 4360 / 1.50
after floorplan: 4080 / 1.75
after global routing: 4560 / 1.28
worst max-delay path, delay by kind of cell (launching register included):
family | cells | cell delay, ns
DFF | 1 | 0.37
and+or+nand+nor | 3 | 1.09
adders and majority gates | 1 | 0.23
final cells by class:
class	count	area (um^2)	area share, %
tap	102	128	2.80
inverter	22	82.6	1.81
timing repair buffer	22	218	4.77
multi-input combinational	256	1770	38.7
clock buffer	9	124	2.71
sequential	98	2160	47.4
clock inverter	7	85.1	1.86
power groups by stage:
stage / sequential [mW] / combinational [mW] / clock, mW
finish: 0.991 / 0.0165 / 0.730
global route: 0.991 / 0.0186 / 0.791
CTS: 0.991 / 0.0168 / 0.752
kinds of logic after synthesis:
family                   after synthesis  synth area share [%]
adder cells (fa/ha/maj)               17                  5.40
AND-OR/OR-AND                         13                  1.96
other                                  1                0.0920
XOR/XNOR                              54                  11.6
multiplexers                           6                  1.84
buffers and inverters                 34                  3.71
flip-flops                            98                  53.1
AND/OR/NAND/NOR                      164                  22.3
No activity file was given, so power comes from the tool's default toggle rates.
